File: flow/config.mk
export PLATFORM = sky130hd
export DESIGN_NAME = Data_Memory
export DESIGN_NICKNAME = Data_Memory
export VERILOG_FILES = /design/flow/design.v
export SDC_FILE = /design/flow/constraint.sdc
export NUM_CORES = 4
export LEC_CHECK = 1
export CORE_UTILIZATION = 40
File: flow/constraint.sdc
current_design Data_Memory

set clk_period 84.1
set clk_io_pct 0.2

create_clock -name clk0 -period $clk_period [get_ports {clk}]

set non_clock_inputs [all_inputs -no_clocks]
set_input_delay [expr $clk_period * $clk_io_pct] -clock clk0 $non_clock_inputs
set_output_delay [expr $clk_period * $clk_io_pct] -clock clk0 [all_outputs]
File: flow/design.v
module Data_Memory(clk, MemWrite, A, WD, RD);
input clk, MemWrite; 
input [31:0] A, WD;
output reg [31:0] RD;   
integer i; 
reg [7:0] data_mem [255:0];  
initial begin 
			data_mem[0] = 8'b0;
			data_mem[1] = 8'b0;
			data_mem[2] = 8'b0;
			data_mem[3] = 8'b0;	   
			data_mem[4] = 8'b1;
			data_mem[5] = 8'b0;
			data_mem[6] = 8'b0;
			data_mem[7] = 8'b0;		
			data_mem[8] = 8'b10;
			data_mem[9] = 8'b0;
			data_mem[10] = 8'b0;
			data_mem[11] = 8'b0;		
			data_mem[12] = 8'b11;
			data_mem[13] = 8'b0;
			data_mem[14] = 8'b0;
			data_mem[15] = 8'b0;	
			for (i=16; i<256; i=i+1) 
				begin 
				data_mem[i] = i;
				end
end
always @(posedge clk) 
begin 
	if (MemWrite) 
		{data_mem[A+3], data_mem[A+2], data_mem[A+1], data_mem[A]} <= WD;
end 
always @(A)
begin 
	RD = {data_mem[A+3], data_mem[A+2], data_mem[A+1], data_mem[A]}; 
end 
endmodule 
File: flow/run.sh
#!/bin/bash
# OpenROAD 26Q1-2900-gdf79404cd8, Yosys 0.63+post, stock flow scripts
make -C /OpenROAD-flow-scripts/flow DESIGN_CONFIG=/design/flow/config.mk WORK_HOME=/design/flow/orfs finish
==> CHANGELOG.md <==
## Flow update

- Yosys Warn Count: 1
- GRT overflow: 0
- Routed vias: around 180k
- Top Layout Cells: mux4_2, mux2i_1, nand2_1
- Status: finished, final reports clean
- Top cell excl fill/tap: mux4_2
- Number of gates resized after CTS: 0
- Dominant Register Cell: edfxtp_1
- Final setup fails: 0
- Setup WS post-layout: 42600 ps
- CTS tree: built
- Ports: between 90 and 100
- Power density cells: ~15 nW/um2
- Mapped Cells: between 15000 and 20000
- Ys async rst share: 0%
- CTS Buffer Depth: 4
- Leakage: 80.74 nW
- Peak Freq: 24.10 MHz
- Req. time, crit path: roughly 67000 ps
- H-tree levels: 5
- CTS Root Buffer Type: clkbuf_16
- Routability Congestion: around 1.1
- Post-layout period usage: approximately half
- DIE AREA: 508800 um2
- Floorplan utilization: ~40%
- Worst IR drop on VDD: ~0.000018 V
- Setup TNS: 0 ps
- Critical path capture point type: output port
- Die W: 713.3 um
- Largest net degree at the start of global routing: about 100
- Hold Crit Class: input port to register
- Distinct lib cells: 73
- Layout Cells excl Fill: between 20000 and 25000
- Drc violations: 0
- Hold Vio Cnt, Final: 0
- Design Area, Final: approximately 220000 um2
- Setup Fix Bufs, Post-CTS: 0
- Post-synth seq share: 30.39%
- Fin crit period: 41500 ps
- Max cap viols: 0
- Initial antenna violation count: about 200
- Worst setup path class: input port to output port
- Crit path max fanout: between 100 and 150
- Number of clock sinks: between 2000 and 2500
- Die Height: around 710 um
- GRT Total Usage: roughly 51%
- Number of max-slew violations in the final report: 0
- Layout cells sized above 1: 29.46%
- Number of synthesized register bits: 2048
- Crit path DAT: ~25000 ps
- Chip Area, Yosys: about 200000 um2
- Vias in the first global route: between 150k and 200k
- Number of enable flip-flop cells: 2048
- Rows: 260
- Slew headroom: 11.11%
- Detailed placer's ending HPWL: about 870000 um
- DP Area: approximately 210000 um2
- First-pass GRT wire length: about 1600000 um
- Final WL: about 1200000 um
- IO buf count: between 70 and 80
- Wire length per cell: approximately 50 um
- Synth Area per Inst: about 11 um2
- Via density: approximately 7.4
- Max reg flops: 2048
- Crit start category: input port
- Final antenna-violating net count: 0
- Least-Margin Pin Slew: between 1000 and 1500 ps
- Core Footprint: roughly 500000 um2
- CTS Buf Count: approximately 280
- Yosys cell count: 18260
- Dpl ws: between 40000 and 50000 ps
- RSZ-0062 raised after global routing: no
- Post-synthesis cell area: between 200000 and 250000 um2
- Clk slew on worst S/H paths: approximately 60 ps
- Drt pass-1 iters: 7
- Initial detailed-routing violation count: approximately 20000
- Log Warnings: approximately 65
- Hold_buf cts: 0
- Area delta synth->final: 9.221%
- Hold WS: 16390 ps
- Placed cell count: around 24000
==> cells in the mapped netlist (9+ instances only) <==
cell       count  area (um2)
and2_1        13       81.33
xor2_1         9       78.83
a22o_1        13       113.9
nor2b_1        9       56.30
nand3b_1     104       780.8
a311oi_1      12       105.1
nand2_1     2168        8138
mux4_2      2284       51440
a21o_1      1033        7755
o211ai_1      14       105.1
o22ai_1       32       200.2
mux2_2      1019       11470
a32oi_1       67       586.8
a22oi_1       64       480.5
ha_1           9       112.6
o31ai_1        9       67.56
a211oi_1    1053        7905
o221ai_1      12       105.1
buf_4        138        1036
nand2b_1      11       68.82
nand3_1      435        2177
nand2_2       26       162.7
a221oi_1      16       140.1
nor2_1      1450        5443
nor2_4       139        1565
mux2i_1     2213       22150
nand4_1       93       581.8
edfxtp_1    2048       61500
a21oi_1      260        1301
clkbuf_1    1460        5480
nor4_1        15       93.84
a31oi_1      102       638.1
nor2_2        83       519.3
nor3_1        69       345.3
buf_6         37       416.7
and3_1        31       193.9
buf_2        472        2362
xnor2_1       11       96.34
o2111ai_1      9       78.83
o21ai_0      962        4815
a32o_1         9       90.09
o21ai_1       86       430.4
buf_1         76       285.3
==> metal layers <==
layer | up-vias | global-route usage, % | share of wire [%]
li1 | 70830 | - | -
met1 | 91610 | 57.66 | 32
met2 | 16420 | 62.88 | 39
met3 | 3871 | 42.30 | 20
met4 | 235 | 35.34 | 9.0
met5 | - | 14.16 | 0.60
==> worst paths after layout <==
kind,from,endpoint,slack (ps),cells past startpoint
setup / recovery,A[0],RD[18],42600,16
hold / removal,WD[26],data_mem[212][2]$_DFFE_PP_,16390,2
==> kinds of logic (layout without fill, tap and decap cells) <==
family / count (synthesis) / after routing / share of synthesized area (%)
other: 0 / 307 / 0
buffers and inverters: 2187 / 1641 / 4.753
flip-flops: 2048 / 2048 / 30.39
adder cells (fa/ha/maj): 9 / 9 / 0.05565
XOR/XNOR: 23 / 23 / 0.1107
AND-OR/OR-AND: 3798 / 3798 / 12.52
AND/OR/NAND/NOR: 4680 / 4680 / 10.14
multiplexers: 5516 / 5516 / 42.04
==> report_power, final <==
part	total [mW]	switching (mW)	leakage [nW]	internal [mW]
Combinational	0.927	0.635	57.9	0.293
Sequential	1.15	0.0152	18.4	1.14
Clock	1.24	0.546	4.37	0.699
==> critical path: stages <==
cell and delay (ps):
buf_16 330, buf_4 660, buf_4 630, buf_4 640, buf_4 610, buf_4 620
buf_12 590, mux4_2 650, mux4_2 480, nor2_1 100, nor2_1 80, buf_4 190
o22ai_1 1020, nor4_1 220, buf_4 260, clkdlybuf4s50_1 430
==> metrics by stage <==
| stage | utilization [%] | total power [mW] |
|---|---|---|
| final | 43.98 | 3.324 |
| after global routing | 43.89 | 3.342 |
| after CTS | 43.82 | 3.265 |
| after detailed placement | 42.03 | 2.036 |
| after global placement | 42.03 | 2.037 |
| after floorplan | - | 1.623 |
==> cell type report <==
cell class,count,area [um2]
antenna,307,768.2
clock buffer,326,7243
clock inverter,174,1749
fill,45860,281600
inverter,2,7.507
multi-input combinational,14030,132200
sequential,2048,61500
tap,6681,8359
timing repair buffer,1139,9179
Power and IR drop assume default switching activity.
