## /design/flow/run.sh

```bash
#!/bin/bash
# OpenROAD 26Q1-2900-gdf79404cd8, Yosys 0.63+post, stock flow scripts
make -C /OpenROAD-flow-scripts/flow DESIGN_CONFIG=/design/flow/config.mk WORK_HOME=/design/flow/orfs finish
```

## /design/flow/design.v

```verilog
module Instruction_Memory(A, RD); 
input [31:0] A; 
output reg [31:0] RD; 
integer i;
reg [7:0] instr_mem [255:0];  
initial begin   	
{instr_mem[3],instr_mem[2],instr_mem[1],instr_mem[0]} = 32'b1110_01_000001_0000_0000_000000000100; 	  
{instr_mem[7],instr_mem[6],instr_mem[5],instr_mem[4]} = 32'b1110_01_000001_0001_0001_000000001000; 	  
{instr_mem[11],instr_mem[10],instr_mem[9],instr_mem[8]} = 32'b1110_01_000001_0010_0010_000000001100; 	  
{instr_mem[15],instr_mem[14],instr_mem[13],instr_mem[12]} = 32'b1110_00_0_0100_0_0010_0011_00000_00_0_0001;   
{instr_mem[19],instr_mem[18],instr_mem[17],instr_mem[16]} = 32'b1110_00_0_0010_0_0010_0011_00000_00_0_0001;   
{instr_mem[23],instr_mem[22],instr_mem[21],instr_mem[20]} = 32'b1110_00_0_0000_0_0010_0011_00000_00_0_0001;   
{instr_mem[27],instr_mem[26],instr_mem[25],instr_mem[24]} = 32'b1110_00_0_1100_0_0010_0011_00000_00_0_0001;   
{instr_mem[31],instr_mem[30],instr_mem[29],instr_mem[28]} = 32'b1110_00_1_1000_0_0010_0001_0000_00000001;	 
{instr_mem[35],instr_mem[34],instr_mem[33],instr_mem[32]} = 32'b1110_00_1_0001_0_0010_0001_0000_00000001;	 
{instr_mem[39],instr_mem[38],instr_mem[37],instr_mem[36]} = 32'b1110_00_0_1010_1_0000_0001_000000000010;	  
{instr_mem[43],instr_mem[42],instr_mem[41],instr_mem[40]} = 32'b1110_01_000000_0010_0001_000000000100; 	  
{instr_mem[47],instr_mem[46],instr_mem[45],instr_mem[44]} = 32'b1110_01_000001_0010_0011_000000000100; 	  
for(i=48; i<256; i=i+1)  
	 begin 
	 instr_mem[i] = i;
	 end 
end
always @(A)
begin 
RD = {instr_mem[A+3], instr_mem[A+2], instr_mem[A+1], instr_mem[A]};  
end 
endmodule 
```

## /design/flow/constraint.sdc

```tcl
current_design Instruction_Memory

set clk_period 3.2
set clk_io_pct 0.2

create_clock -name clk0 -period $clk_period

set non_clock_inputs [all_inputs -no_clocks]
set_input_delay [expr $clk_period * $clk_io_pct] -clock clk0 $non_clock_inputs
set_output_delay [expr $clk_period * $clk_io_pct] -clock clk0 [all_outputs]
```

## /design/flow/config.mk

```make
export PLATFORM = sky130hd
export DESIGN_NAME = Instruction_Memory
export DESIGN_NICKNAME = Instruction_Memory
export VERILOG_FILES = /design/flow/design.v
export SDC_FILE = /design/flow/constraint.sdc
export NUM_CORES = 4
export LEC_CHECK = 1
export CORE_UTILIZATION = 40
```

==> datasheet_impl.txt <==
Summary of implementation characteristics

Parameter                              Value

Floorplan
  Pre-placement core utilization .................. 0.412
  Die x size .................. 82.6 microns
  Y dimension of the die .................. 82.6 microns
  Core footprint .................. 6310 sq um
  Number of placed I/O pins .................. 64
  Chip Footprint .................. 6820 sq um
  Standard-cell rows .................. 29

Detailed routing
  Residual DRC .................. 0
  Number of vias per cell .................. 6.27
  Met3 WL .................. 1.23 mm
  Total length of routed met2 wires .................. 5.40 mm
  Final routed wirelength across all metal layers .................. 12.5 mm
  Routed wirelength normalized by instance count .................. 18.7 microns
  Top layer used by detailed routing .................. met4
  Total number of vias .................. 4192
  ANT cells .................. 0
  Post-route antenna net violation count .................. 0
  First-pass DRT Iterations .................. 6
  Sum of routed wire segments on met1 .................. 5.60 mm
  Initial drt markers .................. 316

Placement
  PortBufs .................. 40
  Placer Congestion .................. 1.02
  Instance area after placement .................. 4140 sq um
  Post-detailed-placement half-perimeter wirelength .................. 8.23 mm
  Post-place setup slack .................. -0.756 ns
  Total instance count after detailed placement .................. 651

GRT
  GRT overflow .................. 0
  Antenna violations before repair .................. 0
  Pin count of the biggest net entering global routing .................. 19
  Global router's overall resource usage .................. 0.352
  Wire length of the first global-routing pass .................. 18.0 mm
  Vias in the first global route .................. 3609

Critical path
  Count of buffer and inverter cells on the critical path .................. 4
  Kind of end point of the critical path .................. output pin
  Largest driver fanout on the critical path .................. 5
  Critical path required time .................. 2.56 ns
  Highest-delay cell along the critical path .................. or4_1
  Start-to-end type of the worst setup path .................. input pin to output pin
  Number of cells on the critical path .................. 9
  Startpoint Class .................. input pin
  Cell-by-cell trace of the critical path .................. buf_8 -> ha_4 -> buf_12 -> a21oi_4 -> xnor2_2 -> buf_4 -> or4_1 -> o22a_1 -> clkdlybuf4s50_1
  Maximum cell stage delay along the critical path .................. 0.50 ns
  Crit path arrival time .................. 2.69 ns
  Family with the most delay on the worst path .................. buffers and inverters

Cells and area
  Non-Filler Instances .................. 669
  Number of clock buffers in the layout .................. 0
  Sequential Area .................. 0 sq um
  End-of-flow core utilization .................. 0.786
  Layout overhead on the synthesized area .................. 90.9%
  Final standard cell area without fillers .................. 4960 sq um
  Fill cells .................. 361
  Num sequential .................. 0
  Layout cells sized above 1 .................. 0.448

Hold path
  Instance count along the most critical hold path .................. 4
  Worst hold path type .................. input pin to output pin

Logic synthesis
  Sequential fraction of the synthesis area .................. 0
  Avg Synthesized Cell Area .................. 6.28 sq um
  Post-synthesis cell count from yosys .................. 414
  Area of the synthesized netlist per yosys stat .................. 2600 sq um
  Dominant cell area share .................. 0.0944
  Synthesized cell area .................. 2600 sq um
  Count of cell types in the netlist .................. 61
  Dominant cell by count in the synthesized netlist .................. a21oi_1
  Top cells by area in the synthesized netlist .................. a21oi_1 (9.4%), xnor2_1 (9.1%), o21ai_0 (7.7%)
  Cell count after synthesis .................. 414
  Cell type with the largest total area .................. a21oi_1
  Synth Warn # .................. 1
  Most common library cells after synthesis .................. a21oi_1 (49), o21ai_0 (40), nand2_1 (39)

Status
  Violated checks .................. negative setup slack
  Run status .................. complete, but fails checks

STA
  Count of pins over their slew limit .................. 0
  Maximum frequency from static timing analysis .................. 301 MHz
  Final hold slack .................. 1.78 ns
  Min setup slack post-route .................. -0.125 ns
  RSZ-0062 raised after global routing .................. yes
  Hold violation total from the final report .................. 0
  Max transition margin .................. 0.689
  Minimum period implied by the final worst setup slack .................. 3.33 ns
  Final Setup Violations .................. 5
  Part of the cycle the worst path needs .................. 1.04
  Worst-margin pin slew .................. 0.465 ns

Power
  Max IR drop VDD .................. 0.000117 V
  Power density over the cells .................. 182 nW/um^2
  P_leak .................. 0.00221 uW

Clock network
  Number of hold buffers added after cts .................. 0

Job
  OpenROAD warnings .................. 67
  Number of maximum-capacitance constraint violations .................. 0
[layout make-up]
class / count / area [sq um] / area share
Multi-Input combinational cell: 361 / 2900 / 0.585
Inverter: 13 / 56.3 / 0.0113
Timing Repair Buffer: 218 / 1900 / 0.384
Tap cell: 77 / 96.3 / 0.0194
[cell usage in the layout (no fill, tap or decap), types with 4 or more instances in the layout]
master           Yosys  layout
buf_4                4     157
a21oi_1             49      45
nand2_1             39      35
o21ai_0             40      27
nor2_1              32      26
clkdlybuf4s50_1      0      18
xnor2_2              3      14
buf_6                0      14
nand3_1             14      12
o21ai_1              0      12
mux2i_1             11      11
nor3_1              13      11
dlymetal6s2s_1       0      10
xnor2_1             27       9
a31oi_1             10       9
o211ai_1             8       8
inv_1               11       7
xnor2_4              0       7
ha_4                 0       7
nor2_2               0       6
buf_8                0       5
dlygate4sd2_1        0       5
inv_2                2       4
a21oi_2              0       4
nand2_2              0       4
nor2b_1              6       4
mux2_2               4       4
a211oi_1             6       4
a221oi_1             6       4
nand4_1              4       4
nand2b_1             4       4
and4_1               4       4
buf_12               0       4
[stage by stage]
stage	setup TNS (ns)	power (uW)
5_1_grt	-0.876	959
6_report	-0.366	901
4_1_cts	-0.160	822
3_3_place_gp	-17.52	730
2_1_floorplan	0	356
3_5_place_dp	-18.19	733
[cell families (layout without fill, tap and decap cells)]
family	count (synthesis)	in the layout	share of synthesized area
compound gates	172	172	0.434
fa+ha+maj	14	14	0.0655
xor+xnor	34	34	0.123
buf+inv	53	231	0.0871
simple gates	126	126	0.230
mux	15	15	0.0597
[worst paths after layout]
path	slack [ns]	start	end
setup / recovery	-0.13	A[2]	RD[30]
hold / removal	1.78	A[1]	RD[17]
[metal layers]
layer,GRT usage,up-vias
met5,0,-
met4,0.0931,0
met3,0.0658,30
met2,0.548,270
met1,0.500,1976
li1,-,1916
[where the power goes]
group          switching (uW)  internal (uW)  total [uW]
combinational             427            473         901
clock                       0              0           0
sequential                  0              0           0
[repair_timing]
item | CTS | global route
cloned | 2 | 1
pin swaps | 27 | 31
buffers inserted | 11 | 5
endpoints found under the setup margin | 32 | 26
resized | 115 | 72
Power and IR drop assume default switching activity.
