### design/flow/run.sh
#!/bin/bash
# OpenROAD 26Q1-2900-gdf79404cd8, Yosys 0.63+post, stock flow scripts
make -C /OpenROAD-flow-scripts/flow DESIGN_CONFIG=/design/flow/config.mk WORK_HOME=/design/flow/orfs finish
### design/flow/config.mk
export PLATFORM = sky130hd
export DESIGN_NAME = mux16_1
export DESIGN_NICKNAME = mux16_1
export VERILOG_FILES = /design/flow/design.v
export SDC_FILE = /design/flow/constraint.sdc
export NUM_CORES = 4
export LEC_CHECK = 1
export CORE_AREA = 10 10 216 216
export DIE_AREA = 0 0 226 226
### design/flow/constraint.sdc
current_design mux16_1

set clk_period 11.1
set clk_io_pct 0.2

create_clock -name clk0 -period $clk_period

set non_clock_inputs [all_inputs -no_clocks]
set_input_delay [expr $clk_period * $clk_io_pct] -clock clk0 $non_clock_inputs
set_output_delay [expr $clk_period * $clk_io_pct] -clock clk0 [all_outputs]
### design/flow/design.v
module mux16_1(s0,s1,s2,s3,in_0,in_1,in_2,in_3,in_4,in_5,in_6,in_7,in_8,in_9,in_a,in_b,in_c,in_d,in_e,in_f,out);
input s0,s1,s2,s3;
input [31:0] in_0,in_1,in_2,in_3,in_4,in_5,in_6,in_7,in_8,in_9,in_a,in_b,in_c,in_d,in_e,in_f;
output reg [31:0] out;
always @(*) 
begin
	case({s3,s2,s1,s0})					
	4'b0000: out = in_0;
	4'b0001: out = in_1;
	4'b0010: out = in_2;
	4'b0011: out = in_3;
	4'b0100: out = in_4;
	4'b0101: out = in_5;
	4'b0110: out = in_6;
	4'b0111: out = in_7;
	4'b1000: out = in_8;
	4'b1001: out = in_9;
	4'b1010: out = in_a;
	4'b1011: out = in_b;
	4'b1100: out = in_c;
	4'b1101: out = in_d;
	4'b1110: out = in_e;
	4'b1111: out = in_f;
	default: out = 0;
	endcase
end
endmodule 
==> impl_metrics.env <==
# physical design summary
export IMPL_gp_congestion=0.970
export IMPL_worst_hold_path_type="in -> out"
export IMPL_postCtsSetupBuffers=0
export IMPL_seq_cells=0
export IMPL_final_hold_viol_count=0
export IMPL_layout_setup_ws_ps=3280
export IMPL_drtAntennaViolNets=0
export IMPL_antenna_found_initial=2
export IMPL_fmax_mhz=128
export IMPL_die_w_um=226
export IMPL_rsz0062_at_grt="no"
export IMPL_synth_cells=607
export IMPL_clockBufferCount=0
export IMPL_drc=0
export IMPL_via_per_inst=4.84
export IMPL_synthTopCellsByArea="a22oi_1, a22o_1, a2111oi_2, nand3_1, a221oi_1"
export IMPL_core_area_um2=41900
export IMPL_num_vias=7897
export IMPL_postSynthSeqShare_pct=0
export IMPL_fin_crit_sh_pct=70.4
export IMPL_area_growth_pct=145
export IMPL_totalWireLength_um=47600
export IMPL_tightest_slew_ps=878
export IMPL_io_buffers=548
export IMPL_crit_family="buffers and inverters"
export IMPL_yosysChipArea_um2=4100
export IMPL_end_kind="output port"
export IMPL_n_antenna_cell=0
export IMPL_slew_headroom_pct=41.3
export IMPL_maxCapViolations=0
export IMPL_num_rows=75
export IMPL_setup_tns_ps=0
export IMPL_critPathMostFrequentCell="buf_4"
export IMPL_overflow=0
export IMPL_grt_max_degree=60
export IMPL_drt_iter0_drc=449
export IMPL_ios=548
export IMPL_cp_max_fo=53
export IMPL_gr_usage_all_layers_pct=17.6
export IMPL_yosysUniqueCellTypes=46
export IMPL_criticalPathCategory="in -> out"
export IMPL_first_pass_iters=5
export IMPL_yosys_warnings=1
export IMPL_p_leak_nw=3.36
export IMPL_top_area_share_pct=15.4
export IMPL_nFillCells=4549
export IMPL_crit_slowest_cell="nor2b_4"
export IMPL_grt_pass1_vias=8582
export IMPL_holdBufCountCts=0
export IMPL_setup_viol=0
export IMPL_top_cell="a22oi_1"
export IMPL_cp_cell_sequence="buf_4 > buf_4 > nor2b_4 > buf_4 > a22oi_1 > o22ai_1 > a2111oi_0 > a21oi_1 > clkdlybuf4s50_1"
export IMPL_cp_required_ps=8880
export IMPL_ys_cells=607
export IMPL_warnings=32
export IMPL_cellPowerDensity_nw_per_um2=41.3
export IMPL_grt_first_pass_wirelength_um=64400
export IMPL_place_ws_ps=3320
export IMPL_dp_hpwl_um=38200
export IMPL_fp_util_pct=9.76
export IMPL_seqCellArea_um2=0
export IMPL_slew_violations=0
export IMPL_min_delay_start="in_0[26]"
export IMPL_critPathBufInv=4
export IMPL_arrival_ps=5600
export IMPL_die_h_um=226
export IMPL_wl_per_cell_um=29.2
export IMPL_dieArea_um2=51100
export IMPL_drive_gt1_share_pct=5.59
export IMPL_cpPeakStageDelay_ps=640
export IMPL_vdd_ir_drop_worst_uv=13.4
export IMPL_syn_avg_cell_area_um2=6.75
export IMPL_syn_area_um2=4100
export IMPL_cp_start_kind="input pin"
export IMPL_cts_resized_gates=0
export IMPL_largest_area_cell="a22oi_1"
export IMPL_min_period_ps=7820
export IMPL_top_cells_by_count="a22oi_1, a22o_1, nand3_1"
export IMPL_status="finished clean"
export IMPL_cp_startpoint="s1"
kinds of logic (layout without fill, tap and decap cells):
| group | count (synthesis) | count (layout) | synth area share [%] |
|---|---|---|---|
| compound gates | 363 | 363 | 68.3 |
| simple gates | 134 | 134 | 15.7 |
| buf+inv | 86 | 570 | 10.1 |
| mux | 24 | 24 | 5.87 |
power breakdown:
group / internal, mW / switching [mW] / leakage [nW]
clock: 0 / 0 / 0
sequential: 0 / 0 / 0
combinational: 0.251 / 0.164 / 3.36
layout by cell type (no fill, tap or decap), types with 3 or more instances in the layout:
master and n:
nand2b_1 5, o32a_1 3, nor2b_1 3, mux2i_1 24, a22o_1 56, a21oi_1 30
a31oi_1 28, a2111oi_0 3, buf_4 21, o21ai_0 38, a221oi_1 28, nand3_1 50
nand2_1 13, nor2_1 35, nor2_4 3, clkdlybuf4s50_1 544, nor2b_4 5, a2111oi_2 20
o32ai_1 3, nand2_2 3, nor3_1 4, a211o_1 23, a211oi_1 4, a22oi_1 84
o22ai_1 32
per-layer routing:
metal	vias up	track usage (%)	share of wire (%)
met5	-	0	0.072
met4	4	3.57	2.1
met3	61	4.56	9.3
met2	548	31.2	50
met1	3759	21.0	39
li1	3525	-	-
layout make-up:
| cell class | count | area [um^2] | share of cell area, % |
|---|---|---|---|
| inverter | 3 | 11.3 | 0.112 |
| timing repair buffer | 567 | 5610 | 55.9 |
| multi-input combinational | 521 | 3750 | 37.3 |
| tap | 539 | 674 | 6.71 |
tightest hold or removal path, cell delays in order:
cell and delay (ps):
clkdlybuf4s50_1 400, nor2_1 100, a21oi_1 50, clkdlybuf4s50_1 410
metrics by stage:
step                hold WS (ps)  area [um^2]  utilization (%)  std cells  power [mW]
finish                      5400        10000             24.0       1630       0.415
global route                5420        10000             24.0       1630       0.439
CTS                         5410        10000             24.0       1630       0.418
detailed placement          5400        10000             24.0       1630       0.416
global placement            5390        10000             24.0       1630       0.417
floorplan                   4510         4100                -        607       0.124
worst paths after layout:
check | slack [ps] | cells past startpoint | to
min | 5400 | 4 | out[26]
max | 3280 | 9 | out[19]
Power and IR drop assume default switching activity.
